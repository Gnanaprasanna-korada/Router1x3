--- design.v ---
`timescale 1ns / 1ps
module fifo(
clk,rst,wr_en,sft_rst,lfd_state,rd_en,data_in,data_out,full,empty
    );
    input clk,rst,wr_en,rd_en,sft_rst,lfd_state;
    input [7:0]data_in;
    output reg full,empty;
    output reg [7:0]data_out;
    reg [4:0]rd_ptr,wr_ptr;
    reg [5:0]count;
    reg temp;
    reg [8:0]mem[15:0];
    reg [4:0] increment=0;
    integer i;
    always @(posedge clk)
    begin
    if(!rst)
    temp<=0;
    else
    temp<=lfd_state;
    end
    always @(posedge clk)
    begin
    if(!rst||sft_rst) begin
    wr_ptr<=0;
    rd_ptr<=0;end
    else if(wr_en&&!full)
    wr_ptr<=wr_ptr+1;
    else if(rd_en&&!empty)
    rd_ptr<=rd_ptr+1;
    else begin
    wr_ptr<=wr_ptr;rd_ptr<=rd_ptr;
    end
    end
    always @(posedge clk)
    begin
    if(!rst||sft_rst)increment<=0;
    else if(wr_en&&!full)increment<=increment+1;
    else if(rd_en&&!empty)increment<=increment-1;
    else increment<=increment;
    end
    always@(increment)
    begin
    empty<=(increment==5'd0)?1'b1:1'b0;
    full<=(increment==5'd16)?1'b1:1'b0;
    end
    always @(posedge clk)
    begin
    if(!rst||sft_rst)
    for( i=0;i<16;i=i+1)
    mem[i]<=0;
    if(wr_en&&!full)
    begin
    mem[wr_ptr][7:0]<=data_in;
    mem[wr_ptr][8]<=temp;
    end
    else mem[wr_ptr]<=mem[wr_ptr];
    end
    always@(posedge clk)
    begin
    if(!rst)
    data_out<=8'd0;
    else if(sft_rst)
    data_out<=8'dz;
    else if(rd_en &&!empty)
    data_out<=mem[rd_ptr];
    else data_out<=data_out;
    end
    always @(posedge clk)
    begin
    if(rd_en&& !empty)
    begin
    if(mem[rd_ptr][8])count<=mem[rd_ptr][7:2]+1'b1;
    else if(count!=0)count<=count-1;
    end
    else
    count<=count;
    end
endmodule
`timescale 1ns / 1ps
module fsm(clk,rst,pkt_valid,busy,parity_done,data_in,soft_reset0,soft_reset1,soft_reset2,low_packet_valid,fifo_empty_0,fifo_empty_1,fifo_empty_2,
detect_addr,lfd_state,laf_state,full_state,write_enb_reg,rst_int_reg,ld_state,fifo_full   );
input clk,rst,pkt_valid,parity_done,soft_reset0,soft_reset1,soft_reset2,low_packet_valid,fifo_empty_0,fifo_empty_1,fifo_empty_2,fifo_full;
input [1:0]data_in;
output busy,detect_addr,lfd_state,laf_state,full_state,write_enb_reg,rst_int_reg,ld_state ;
reg [1:0]temp;
parameter decode_address=3'b000,load_first_data=3'b001,load_data=3'b010,fifo_full_state=3'b011,load_after_full=3'b100,
load_parity=3'b101,check_parity_error=3'b110,wait_till_empty=3'b111;
reg [2:0]p_s,n_s;
always @(posedge clk)
begin
if(!rst)
temp<=0;
else if(detect_addr)
temp<=data_in;
else
temp<=temp;
end
always @(posedge clk)
begin
if(!rst)
p_s<=decode_address;
else if((soft_reset0&&temp==0)||(soft_reset1&&temp==1)||(soft_reset2&&temp==2))
p_s<=decode_address;
else
p_s<=n_s;
end
always @(*)
begin
case(p_s)
decode_address:
begin
 if((pkt_valid&&(data_in[1:0]==0)&&fifo_empty_0)||(pkt_valid&&(data_in[1:0]==1)&&fifo_empty_1)||(pkt_valid&&(data_in[1:0]==2)&&fifo_empty_2))
 n_s<=load_first_data;
 else if((pkt_valid&&(data_in[1:0]==0)&&!fifo_empty_0)||(pkt_valid&&(data_in[1:0]==1)&&!fifo_empty_1)||(pkt_valid&&(data_in[1:0]==2)&&!fifo_empty_2))
 n_s<=wait_till_empty;
 else
 n_s<=decode_address;
end
load_first_data:
 n_s<=load_data;
load_data:
begin
if(fifo_full)
n_s<=fifo_full_state;
else if(!fifo_full&&!pkt_valid)
n_s<=load_parity;
else
n_s<=load_data;
end
fifo_full_state:
if(!fifo_full)
n_s<=load_after_full;
else if(fifo_full)
n_s<=fifo_full_state;
load_after_full:
begin
if(!parity_done&&!low_packet_valid)
n_s<=load_data;
else if(!parity_done&&low_packet_valid)
n_s<=load_parity;
else if(parity_done)
n_s<=decode_address;
else
n_s<=load_after_full;
end
load_parity:
n_s<=check_parity_error;
check_parity_error:
if(!fifo_full)
n_s<=decode_address;
else 
n_s<=n_s;
wait_till_empty:
begin
if((fifo_empty_0&&(detect_addr==0))||(fifo_empty_1&&(detect_addr==1))||(fifo_empty_2&&(detect_addr==2)))
n_s<=load_first_data;
else
n_s<=wait_till_empty;
end
default :n_s<=decode_address;
endcase
end
assign busy=((p_s==load_first_data)||(p_s==fifo_full_state)||(p_s==load_after_full)||(p_s==load_parity)||(p_s==check_parity_error)
||(p_s==wait_till_empty))?1'b1:1'b0;
assign detect_addr=(p_s==decode_address)?1'b1:1'b0;
assign ld_state=(p_s==load_data)?1'b1:1'b0;
assign laf_state=(p_s==load_after_full)?1'b1:1'b0;
assign full_state=(p_s==fifo_full_state)?1'b1:1'b0;
assign write_enb_reg=((p_s==load_data)||(p_s==load_after_full)||(p_s==load_parity))?1'b1:1'b0;
assign rst_int_reg=(p_s==check_parity_error)?1'b1:1'b0;
assign lfd_state=(p_s==load_first_data)?1'b1:1'b0;
endmodule
`timescale 1ns / 1ps
module router_register( clk,rst,pkt_valid,data_in,fifo_full,rst_int_reg,detect_addr,ld_state,laf_state,full_state,lfd_state,parity_done,
low_packet_valid,err,dout);
input clk,rst,pkt_valid,fifo_full,detect_addr,rst_int_reg,ld_state,laf_state,full_state,lfd_state;
input [1:0] data_in;
output reg err;
output reg parity_done,low_packet_valid;
output reg [7:0] dout;
reg [7:0] hld_header,fifo_full_byte,internal_parity,pkt_parity;
always @(posedge clk)
begin
if(!rst ||rst_int_reg)
low_packet_valid<=0;
else if (!pkt_valid &&(ld_state))
low_packet_valid<=1;
else low_packet_valid<=0;
end
always @(posedge clk)
if(pkt_valid&&detect_addr)
hld_header<=data_in;
always@(posedge clk)
if(fifo_full &&ld_state)
fifo_full_byte<=data_in;
always@(posedge clk)
begin
if(!rst||detect_addr)
parity_done<=0;
else if(!pkt_valid &&!fifo_full&&ld_state)
parity_done<=1;
else if(!low_packet_valid && laf_state&&!parity_done)
parity_done<=1;
else 
parity_done<=0;
end
always @(posedge clk) begin
if(!rst)
dout<=8'bz;
else if(ld_state&&!fifo_full)
dout<=data_in;
else if(lfd_state)
dout<=hld_header;
else if(laf_state)
dout<=fifo_full_byte;
end
always @(posedge clk)
begin
if(!rst)
err<=0;
else if (parity_done)
begin
 if (internal_parity==pkt_parity)
err<=0;
else
err<=1;
end
else
err<=0;
end
always@(posedge clk)
begin
if(!rst)
pkt_parity<=8'dz;
else if(!pkt_valid && ld_state&& !fifo_full)
pkt_parity<=data_in;
else if(laf_state&&!parity_done&&low_packet_valid)
pkt_parity<=fifo_full_byte;
else
pkt_parity<=pkt_parity;
end
always @(posedge clk)
begin
if(!rst)
internal_parity<=0;
else if(lfd_state&&pkt_valid)
internal_parity<=internal_parity^hld_header;
else if(ld_state &&!full_state && pkt_valid)
internal_parity<=internal_parity^data_in;
else if(laf_state && !low_packet_valid)
internal_parity<=internal_parity^fifo_full_byte;
else
internal_parity<=internal_parity;
end
endmodule
`timescale 1ns / 1ps
module router_synchronizer(input detect_addr,write_enb_reg,clock,resetn,read_enb_0,read_enb_1,read_enb_2, full_0,full_1,full_2,empty_0,empty_1,empty_2,
 input [1:0]data_in,
output vld_out_0,vld_out_1,vld_out_2,output reg fifo_full,soft_reset_0,soft_reset_1,soft_reset_2,output reg [2:0]write_en );
reg [4:0]count_0,count_1,count_2;
reg [1:0] temp;
 always@(posedge clock)
 begin
 if(!resetn)
 temp<=2'bzz;
 else if(detect_addr)
 temp<=data_in;
 else
 temp<=2'bzz;
 end
 always @(*)
 begin
 if(full_0||full_1||full_2)
 fifo_full<=1'b1;
 else
 fifo_full<=1'b0;
 end
 always @(*)
 begin
 if(write_enb_reg)
 case(temp)
 2'b00:write_en=001;
 2'b01:write_en=010;
 2'b10:write_en=100;
 endcase
 else
 write_en=0;
 end
 assign vld_out_0=(!empty_0)?1'b1:1'b0;
  assign vld_out_1=(!empty_1)?1'b1:1'b0;
   assign vld_out_2=(!empty_2)?1'b1:1'b0;
   always @(*)
      begin
      if(!resetn)
      begin
      soft_reset_0<=1'b0;
      count_0<=5'b0; end
      else if(vld_out_0)begin
      if(!read_enb_0)begin
      if(count_0==5'b11110)begin
         soft_reset_0<=1'b1;
         count_0<=0;end
         else begin
      count_0<=count_0+1;
      soft_reset_0<=0;end end
      end
      end
      always @(*)
         begin
         if(!resetn)
         begin
         soft_reset_1<=1'b0;
         count_0<=5'b0; end
         else if(!empty_1)begin
         if(!read_enb_1)begin
         if(count_1==5'b11110)begin
            soft_reset_1<=1'b1;
            count_1<=0;end
            else begin
         count_1<=count_1+1;
         soft_reset_1<=0;end end
         end
         end
         always @(*)
            begin
            if(!resetn)
            begin
            soft_reset_2<=1'b0;
            count_2<=5'b0; end
            else if(!empty_2)begin
            if(!read_enb_2)begin
            if(count_2==5'b11110)begin
               soft_reset_2<=1'b1;
               count_2<=0;end
               else begin
            count_2<=count_2+1;
            soft_reset_2<=0;end end
            end
            end
endmodule
`timescale 1ns / 1ps
module router_top(clock,resetn,pkt_valid,read_enb_0,read_enb_1,read_enb_2,data_in,
				    busy,err,vld_out_0,vld_out_1,vld_out_2,data_out_0,data_out_1,data_out_2);
  input [7:0]data_in;
  input pkt_valid,clock,resetn,read_enb_0,read_enb_1,read_enb_2;
  output [7:0]data_out_0,data_out_1,data_out_2;
  output vld_out_0,vld_out_1,vld_out_2,err,busy;
	wire soft_reset_0,full_0,empty_0,soft_reset_1,full_1,empty_1,soft_reset_2,full_2,empty_2,
         fifo_full,detect_add,ld_state,laf_state,full_state,lfd_state,rst_int_reg,
         parity_done,low_packet_valid,write_enb_reg;
	wire [2:0]write_enb;
	wire [7:0]d_in;
	 fifo fifo_0(
   clock,resetn,write_enb[0],soft_reset_0,lfd_state,read_enb_0,d_in,data_out_0,full_0,empty_0
       );
		 fifo fifo_1(
         clock,resetn,write_enb[1],soft_reset_1,lfd_state,read_enb_1,d_in,data_out_1,full_1,empty_1
             );		   
	 fifo fifo_2(
               clock,resetn,write_enb[2],soft_reset_2,lfd_state,read_enb_2,d_in,data_out_2,full_2,empty_2
                   );
    router_register register( clock,resetn,pkt_valid,data_in,fifo_full,rst_int_reg,detect_add,ld_state,laf_state,full_state,lfd_state,parity_done,
    low_packet_valid,err,d_in);			  
  router_synchronizer sync_block( detect_add,write_enb_reg,clock,resetn,read_enb_0,read_enb_1,read_enb_2, full_0,full_1,full_2,empty_0,empty_1,empty_2,    
    data_in[1:0],
  vld_out_0,vld_out_1,vld_out_2, fifo_full,soft_reset_0,soft_reset_1,soft_reset_2 ,write_enb );
  fsm fsm_1(clock,resetn,pkt_valid,busy,parity_done,data_in[1:0],soft_reset_0,soft_reset_1,soft_reset_2,low_packet_valid,empty_0,empty_1,empty_2,
    detect_add,lfd_state,laf_state,full_state,write_enb_reg,rst_int_reg,ld_state,fifo_full   );  
endmodule
--- run.sh ---
#!/bin/bash
# OpenROAD 26Q1-2900-gdf79404cd8, Yosys 0.63+post, stock flow scripts
make -C /OpenROAD-flow-scripts/flow DESIGN_CONFIG=/design/flow/config.mk WORK_HOME=/design/flow/orfs finish
--- config.mk ---
export PLATFORM = sky130hd
export DESIGN_NAME = router_top
export DESIGN_NICKNAME = router_top
export VERILOG_FILES = /design/flow/design.v
export SDC_FILE = /design/flow/constraint.sdc
export NUM_CORES = 4
export LEC_CHECK = 1
export CORE_UTILIZATION = 40
--- constraint.sdc ---
current_design router_top

set clk_period 6.1
set clk_io_pct 0.2

create_clock -name clk0 -period $clk_period [get_ports {clock}]

set non_clock_inputs [all_inputs -no_clocks]
set_input_delay [expr $clk_period * $clk_io_pct] -clock clk0 $non_clock_inputs
set_output_delay [expr $clk_period * $clk_io_pct] -clock clk0 [all_outputs]
==> impl_metrics.yaml <==
# synthesis and place-and-route metrics
detailed_routing:
  viasPerCell: 5.33
  first_iter_violations: 358
  antenna_cells: 0
  postRouteAntennaNets: 0
  drt-total-wl_um: 17900
  vias: 6275
  drcViolationCount: 0
  drtPass1Iterations: 5
  routedWlPerCell_um: 15.2
sta:
  fin_crit_sh_pct: 54.5
  finalCriticalPeriod_ps: 3320
  unclocked_regs: 18
  finalSetupViolations: 0
  clock.fmax_ghz: 0.301
  finalClockSkew_ps: 7.32
  hold_viol_final: 0
  worst_slack_ps: 2780
  tightest_slew_ps: 757
  tns_ps: 0
  rsz0062_at_grt: "false"
  whs_ps: 480
  slew_headroom_pct: 49.4
  drv_slew: 0
  untimed_endpoints: 18
clocking:
  cts_made_buffers: 17
  clk_latency_ps: 420
  hold_buffers: 0
  cts_setup_buffers: 0
  ctsResizeCount: 0
  htreeDepth: 4
  cts_tree: "yes"
  clk_path_buf_depth: 2
  clk_pin_slew_worst_paths_ps: 60
  clock-root-buffer: "clkbuf_16"
power_and_ir_drop:
  p_int_mw: 2.30
  powerDensity_nw_per_um2: 321
  p_sw_share_pct: 28.9
  power.switching_uw: 937
  clkPwrFrac_pct: 31.3
  seqPwrFrac_pct: 45.2
  p_comb_share_pct: 23.5
  peakVddDrop_uv: 220
  leakage_nw: 3.64
  total_power_mw: 3.24
floorplanning:
  fp.coreArea_sq_um: 22700
  fp.dieW_um: 154
  initial_utilization_pct: 40.9
  chipHeight_um: 154
  die-area_sq_um: 23800
  io_pins: 43
  rows: 55
yosys:
  synth-main-ff-cell: "edfxtp_1"
  syn_area_per_cell_sq_um: 10.3
  synth-seq-cells: 187
  ys.warnings.count: 50
  async_reset_ff_share_pct: 0
  synth_cells: 902
  ys_cells: 902
  edf_count: 104
  ys_area_sq_um: 9290
  yosys.cell_types.count: 60
  synth.cell_area_sq_um: 9290
global_route:
  grt_usage_pct: 16.4
  antenna_found_initial: 0
  grt_pass1_vias: 5941
  grt_remaining_overflow: 0
  grt_first_pass_wirelength_um: 29300
  grt_max_degree: 33
layout:
  synthToLayoutAreaGrowth_pct: 8.82
  mostFrequentLayoutCells: "173 x nor2_1, 104 x edfxtp_1, 67 x a21oi_1"
  lay_top_count: "nor2_1"
  fin_area_sq_um: 10100
  drive_above_1_share_pct: 9.74
placed_design:
  place_hpwl_um: 12200
  placed_cell_area_sq_um: 9550
  place_congestion: 0.830
  io_buffers: 18
  place_ws_ps: 2420
setup_path:
  worstSetupPathType: "flip-flop to output port"
  path_buffers: 2
  crit_chain: "or4_1, nor2_1, inv_1, clkdlybuf4s50_1"
  arrival_ps: 2100
  required_ps: 4880
  crit_path_end_kind: "output port"
  startpoint_type: "flip-flop"
  cpLargestDelayFamily: "simple AND/OR/NAND/NOR gates"
  crit_slowest_cell: "or4_1"
  max_stage_delay_ps: 580
  cp_max_fo: 5
job:
  warning_count: 44
  drv_cap: 0
run_status:
  outcome: "complete, no violations"
worst_hold_path:
  hp-class: "flip-flop to flip-flop"
## power groups by stage
stage	combinational [mW]	clock, mW	sequential, mW
CTS	0.767	1.03	1.47
global route	0.857	1.08	1.49
finish	0.761	1.01	1.47
## worst reg2reg max path, cell delays in order, from the launching register on
cell      delay (ps)
dfxtp_1          330
or4_1            610
o21ai_2          140
buf_4            280
inv_2            230
fa_1             500
nor2b_1          120
o21ai_0          110
nor4bb_1         170
a31o_2           220
a211oi_1         210
## registers in the layout (all words and copies together) (netlist names), 5 cells and up, named ones only
| register | cells |
|---|---|
| fifo_1.mem | 32 |
| fifo_1.increment | 5 |
| sync_block.count_2 | 5 |
| sync_block.count_1 | 5 |
| fifo_0.increment | 5 |
| fifo_2.mem | 32 |
| fifo_2.increment | 5 |
| fifo_0.mem | 32 |
## metrics by stage
stage | std cells | util [%]
final | 1178 | 44.5
after CTS | 1178 | 44.5
after global placement | 1146 | 42.0
after detailed placement | 1146 | 42.0
after floorplan | 919 | -
after global routing | 1178 | 44.5
## routing by layer
| metal | track usage, % | vias up | routed length, um |
|---|---|---|---|
| li1 | - | 3141 | - |
| met1 | 24.3 | 2941 | 8150 |
| met2 | 25.4 | 174 | 8380 |
| met3 | 5.34 | 19 | 1120 |
| met4 | 2.55 | 0 | 282 |
| met5 | 0 | - | 0 |
## layout make-up
class | instances | area [sq um]
tap | 285 | 357
multi-input combinational | 622 | 4160
clock inverter | 7 | 57.6
clock buffer | 25 | 507
sequential | 187 | 4690
timing repair buffer | 25 | 233
inverter | 27 | 101
fill | 2063 | 12600
## path summary, 6_finish.rpt
kind	start	end	slack [ps]	depth (start not counted)
hold reg to reg	register.parity_done$_SDFF_PP0_	register.err$_SDFF_PN0_	480	2
setup reg to reg	fifo_2.increment[3]$_SDFFE_PP0P_	fifo_2.increment[4]$_SDFFE_PP0P_	3090	10
hold / removal	register.parity_done$_SDFF_PP0_	register.err$_SDFF_PN0_	480	2
setup / recovery	fifo_1.increment[0]$_SDFFE_PP0P_	vld_out_1	2780	4
## cells by family (layout without fill, tap and decap cells)
family	Yosys count	count (layout)	share of synthesized area [%]
AND-OR/OR-AND	160	160	10.5
XOR/XNOR	36	36	3.39
adder cells (fa/ha/maj)	34	34	4.82
buffers and inverters	110	84	5.37
flip-flops	169	169	47.6
latches	18	18	2.91
multiplexers	48	48	9.29
other	1	18	0.0404
AND/OR/NAND/NOR	326	326	16.1
## cell usage after synthesis, types with 3 or more instances
library cell	instances	area, sq um
and2_1	4	25.0
o21ai_0	10	50.1
buf_1	13	48.8
nor2_1	173	649
mux2i_1	12	120
inv_2	3	11.3
nor2b_1	16	100
o211ai_1	4	30.0
a21o_1	6	45.0
nand4_1	5	31.3
or2_2	3	18.8
dlxtn_1	18	270
or4_1	4	30.0
buf_2	6	30.0
clkbuf_1	43	161
nor3b_1	4	30.0
inv_1	24	90.1
a211oi_1	9	67.6
xnor2_1	27	236
fa_1	3	60.1
nor3_1	9	45.0
mux4_2	30	676
nand2_1	47	176
xor2_1	9	78.8
mux2_2	6	67.6
edfxtp_1	104	3120
buf_4	21	158
o21ai_2	3	26.3
nand3_1	31	155
a31oi_1	45	282
ha_1	31	388
dfxtp_1	65	1300
a21oi_1	67	335
nand2b_1	13	81.3
Power and IR drop assume default switching activity.
